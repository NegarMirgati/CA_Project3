--- flow/run.sh ---
#!/bin/bash
# OpenROAD 26Q1-2900-gdf79404cd8, Yosys 0.63+post, stock flow scripts
make -C /OpenROAD-flow-scripts/flow DESIGN_CONFIG=/design/flow/config.mk WORK_HOME=/design/flow/orfs finish
--- flow/config.mk ---
export PLATFORM = sky130hd
export DESIGN_NAME = Acc
export DESIGN_NICKNAME = Acc
export VERILOG_FILES = /design/flow/design.v
export SDC_FILE = /design/flow/constraint.sdc
export NUM_CORES = 4
export LEC_CHECK = 1
export CORE_AREA = 10 10 72 72
export DIE_AREA = 0 0 82 82
--- flow/constraint.sdc ---
current_design Acc

set clk_period 1.0
set clk_io_pct 0.2

create_clock -name clk0 -period $clk_period [get_ports {clk}]

set non_clock_inputs [all_inputs -no_clocks]
set_input_delay [expr $clk_period * $clk_io_pct] -clock clk0 $non_clock_inputs
set_output_delay [expr $clk_period * $clk_io_pct] -clock clk0 [all_outputs]
--- flow/design.v ---
`timescale 1ns/1ns
module Acc(input clk,input rst , input [15:0] data_in , input accwrite , output [15:0] data_out ) ;
reg[15:0] data;
always @ (posedge clk , posedge rst ) begin
	if(rst)
		data <= 16'd0;
	else if (accwrite)
		data<= data_in ;
end
assign data_out = data;
endmodule
==> results_tabular.tex <==
% Yosys + OpenROAD metrics
\begin{tabular}{lr}
\hline
Metric & Value \\
\hline
\multicolumn{2}{l}{\textbf{Drt}} \\
Vias after detailed routing & approximately 460 \\
Diode count & 0 \\
Routed Wire Length & about 1.7 mm \\
Initial DRC count & 17 \\
Post-detailed-route wirelength per cell & 13.2 um \\
Via count normalized by instance count & 3.53 \\
First-pass iteration count of the detailed router & 2 \\
DR DRC count & 0 \\
Antenna Violating Nets Remaining & 0 \\
\multicolumn{2}{l}{\textbf{Critical path}} \\
Critical Path Start Type & input pin \\
Cells along the critical path & dlygate4sd2\_1 > bufbuf\_16 > mux2\_4 \\
Crit end category & flop \\
Data required time at the worst endpoint & 1130 ps \\
Crit path largest cell delay & 310 ps \\
R2r worst-path depth & 2 \\
Worst setup path class & input pin to flop \\
Slowest library cell on the worst path & bufbuf\_16 \\
Critical path data arrival time & between 1000 and 1500 ps \\
Largest fanout of any net on the critical path & 8 \\
\multicolumn{2}{l}{\textbf{Yosys}} \\
Share of flip-flops with an asynchronous set or reset after synthesis & around 100\% \\
Yosys cell count & 35 \\
Area leader, netlist & dfrtp\_1 \\
Biggest area cells & dfrtp\_1 (61\%), mux2\_4 (23\%), mux2\_2 (10\%) \\
Unique masters post-synth & 6 \\
Gate Count Post-Synth & 35 \\
Synth top area share & about three fifths \\
Largest logic family & multiplexers \\
Synthesized-area fraction occupied by and/or/nand/nor cells & 0\% \\
Adder Share, Synth & 0\% \\
Area figure in the yosys stat output & roughly 650 um2 \\
Most frequent cells after synthesis & dfrtp\_1 (16), mux2\_4 (10), mux2\_2 (6) \\
Flops after synth & 16 \\
Most frequently used flop master after synthesis & dfrtp\_1 \\
XOR/XNOR Fraction of Synth Area & 0\% \\
Synth mux share & between 30\% and 40\% \\
Fraction of the mapped netlist area in compound gates & 0\% \\
Post-synth EDFFs & 0 \\
Leading cell type by number of instances after synthesis & dfrtp\_1 \\
YS warnings & 1 \\
Sequential element share of the synthesized area & between 60\% and 70\% \\
Avg Cell Area, Syn & 18.7 um2 \\
Netlist area before placement & around 650 um2 \\
\multicolumn{2}{l}{\textbf{Floorplanning}} \\
Core box area & 3690 um2 \\
Number of core rows & 22 \\
Total Die Area & just under 7000 um2 \\
Initial core utilization & between 15 and 20\% \\
Die x size & between 80 and 90 um \\
Die Y & $\sim$80 um \\
Number of ports placed on the die boundary & 35 \\
\multicolumn{2}{l}{\textbf{Layout}} \\
Final core utilization & 30.5\% \\
Proportion of layout cells with a drive suffix above 1 & 56.8\% \\
Register bank with the most flops & data \\
Filler Cell Count & 379 \\
Synthesis-to-layout area growth & 72.2\% \\
Regs by FF count & data x16 \\
Max FFs per register & 16 \\
\multicolumn{2}{l}{\textbf{Timing}} \\
Slew margin rel. & between 80\% and 90\% \\
Setup violation total in the final timing report & 0 \\
Shortest clock period the worst path allows after layout & roughly 980 ps \\
Number of max-slew violations in the final report & 0 \\
Final clock period utilization by the worst path & a little over nine tenths \\
Upper clock frequency limit & 1.02 GHz \\
Worst clock skew & 0 ps \\
Slew of the pin with the lowest slew margin & between 150 and 200 ps \\
RSZ-0062 raised after global routing & yes \\
Hold Violations, Final & 0 \\
\multicolumn{2}{l}{\textbf{Global routing}} \\
Grt total ovfl & 0 \\
Number of global-route vias before repair & approximately 530 \\
Maximum number of pins on one net before global-route repair & 17 \\
Wire length of the first global-routing pass & $\sim$2.7 mm \\
Total routing resource utilization after global routing & roughly 5.2\% \\
Initial antenna violation count & 0 \\
\multicolumn{2}{l}{\textbf{CTS}} \\
Clock input transition at the sequential cells of the worst setup and hold paths & $\sim$60 ps \\
Hold buffer count at CTS & 0 \\
Worst-case clock buffer depth & 2 \\
CTS tree & yes \\
CTS HTree Levels & 1 \\
Number of clock buffers inserted by TritonCTS & 3 \\
Clk sinks & 16 \\
Clock tree root buffer cell & clkbuf\_8 \\
Clock latency on the worst-skew pair & about 240 ps \\
\multicolumn{2}{l}{\textbf{Pwr}} \\
Overall power after layout & 1.62 mW \\
Highest ir drop seen on vdd & about 1.2 mV \\
Leakage & around 0.54 nW \\
Power density over cell area & between 1000 and 1500 nW/um2 \\
\multicolumn{2}{l}{\textbf{Placed design}} \\
Placer's final routability congestion estimate & roughly 0.73 \\
Number of I/O port buffers & 34 \\
Final HPWL from detailed placement & between 1 and 1.5 mm \\
\multicolumn{2}{l}{\textbf{Run}} \\
Number of OpenROAD warnings & 26 \\
Number of max-capacitance violations reported & 0 \\
\multicolumn{2}{l}{\textbf{Outcome}} \\
Status & finished clean \\
\multicolumn{2}{l}{\textbf{Min path}} \\
Path category of the worst min-delay check & input pin to async pin \\
\hline
\end{tabular}
==> power by group <==
part           switching [mW]  leakage, nW  internal (mW)
Combinational          0.0778        0.319          0.246
Sequential             0.0319        0.187          0.713
Clock                   0.207       0.0288          0.348
==> critical path: cells and delay by family <==
| family | cells | cell delay, ps |
|---|---|---|
| buffers and inverters | 2 | 600 |
| multiplexers | 1 | 300 |
==> kinds of logic after synthesis <==
family | Yosys count
muxes | 16
buffers and inverters | 3
DFF | 16
==> routing by layer <==
layer / routed length, um / vias to the layer above / global-route usage [%]
met5: 0 / - / 0
met4: 0 / 0 / 0
met3: 210 / 0 / 2.97
met2: 679 / 25 / 6.97
met1: 815 / 219 / 7.46
li1: - / 212 / -
==> stage by stage <==
step                      hold WS, ps  instances  setup TNS, ps  worst slack (ps)  area (um2)
after global placement            491        119          -5270              -346        1080
after floorplan                   114         35              0               138         653
after global routing              291        129          -1.69             -1.69        1120
final                             275        129              0              24.3        1120
after CTS                         275        130              0              4.38        1130
after detailed placement          492        119          -5400              -360        1080
==> what timing repair did <==
action | in CTS | in global routing
setup buffers | 6 | 0
endpoints found under the setup margin | 32 | 1
gates cloned | 1 | 0
resized | 49 | 1
==> path summary, 6_finish.rpt <==
kind                          start        to  slack, ps
setup / recovery           accwrite   data[8]         20
hold / removal                  rst   data[6]        270
setup reg to reg            data[9]   data[9]        120
hold reg to reg             data[6]   data[6]        510
max in group asynchronous       rst  data[13]        610
min in group clk0           data[6]   data[6]        510
==> final cells by class <==
cell class,count,area [um2],area share (%)
Clock buffer,4,55.1,4.89
Inverter,1,3.75,0.334
Multi-Input combinational cell,16,218,19.4
Sequential cell,16,400,35.6
Tap cell,48,60.1,5.34
Timing Repair Buffer,44,388,34.5
==> layout by cell type (no fill, tap or decap), drive strengths merged <==
cell / netlist / final
mux2: 16 / 16
inv: 1 / 1
buf: 2 / 25
dlygate4sd2: 0 / 1
dfrtp: 16 / 16
clkbuf: 0 / 4
clkdlybuf4s50: 0 / 17
bufbuf: 0 / 1
Power and IR drop assume default switching activity.
