[run.sh]
#!/bin/bash
# OpenROAD 26Q1-2900-gdf79404cd8, Yosys 0.63+post, stock flow scripts
make -C /OpenROAD-flow-scripts/flow DESIGN_CONFIG=/design/flow/config.mk WORK_HOME=/design/flow/orfs finish
[config.mk]
export PLATFORM = sky130hd
export DESIGN_NAME = IR
export DESIGN_NICKNAME = IR
export VERILOG_FILES = /design/flow/design.v
export SDC_FILE = /design/flow/constraint.sdc
export NUM_CORES = 4
export LEC_CHECK = 1
export CORE_AREA = 10 10 70 70
export DIE_AREA = 0 0 80 80
[constraint.sdc]
current_design IR

set clk_period 1.5
set clk_io_pct 0.2

create_clock -name clk0 -period $clk_period [get_ports {clk}]

set non_clock_inputs [all_inputs -no_clocks]
set_input_delay [expr $clk_period * $clk_io_pct] -clock clk0 $non_clock_inputs
set_output_delay [expr $clk_period * $clk_io_pct] -clock clk0 [all_outputs]
[design.v]
`timescale 1ns/1ns
module IR(input clk,input rst , input [15:0] data_in , input IRwrite ,output [15:0] inst,output [12:0] addr) ;
reg[15:0] data ;
always @ (posedge clk ) begin
 if (rst)
	data<= 16'd0;
 if(IRwrite )
	data <= data_in ;
end
assign inst = data;
assign addr=  data[12:0];
endmodule
==> metrics.cfg <==
[die]
fp.dieW_um = 80
fp_util_pct = 20.8
die-area_um2 = 6400
rows = 21
io_pins = 48
die_y_um = 80
coreArea_um2 = 3420

[grt]
grt_max_degree = 17
gr-max-usage-layer = met2
grt_use_total_pct = 4.47
use_met3_pct = 3.41
grt_pass1_vias = 460
grt_pass1_wl_um = 2220
antenna_found_initial = 0
grtUsageMet2_pct = 8.11
grt.overflow.total = 0
grtUsageMet1_pct = 4.01

[critical_path]
slowest_delay_ns = 0.48
cp_slowest_cell = clkdlybuf4s50_1
cp-end-kind = output pin
critPathLaunchType = flop
crit_buf_inv = 1
required_ns = 1.20
path_max_fanout = 2
crit_chain = clkdlybuf4s50_1
arrival_ns = 1.10
crit_type = reg -> out
crit_family = buffers and inverters

[pwr]
p_total_uw = 962
p_leak_nw = 0.423
p_per_area_nw_per_um2 = 827
vdd_ir_drop_max_uv = 381

[final_timing]
maxSlewHeadroom_pct = 75.9
slew_viol_final = 0
worst_slew_pin_slew_ns = 0.361
layout_setup_ws_ns = 0.0968
fin_crit_sh_pct = 93.5
min_period_ns = 1.40
setup_viol = 0
grt_setup_unrepaired = no
hold_viol_final = 0
clock.fmax_mhz = 713
final.setup.tns_ns = 0

[final_layout]
largest_reg_flops = 16
drive_gt1_share_pct = 20.0
largest-register = data
reg_top3 = data: 16 flops
fillCellCount = 347
area_growth_pct = 63.7

[flow_run]
warnings = 25
drv_cap = 0

[clock_network]
post_cts_buffers = 0
clk_pin_slew_ns = 0.08
cts_hold_buf = 0
numCtsBuffers = 3
htree_levels = 1
cts_root_buffer = clkbuf_4
cts_buffer_depth = 2
cts_tree = built
cts_resized = 0
cts_num_sinks = 16

[placed_design]
routabilityCongestion = 0.729
pre_cts_ws_ns = 0.0145
io_buffers = 47

[synthesis]
ys_area_um2 = 711
avgSynthCellArea_um2 = 15.1
ys_top_logic_family = simple AND/OR/NAND/NOR gates
ys_seq_elements = 16
synth_area_um2 = 711
synth-compound-area-share_pct = 0
ys_cells = 47
synth_cell_types = 6
ys_sh_mux_pct = 0
yosys.stat.seqShare_pct = 67.6
simple_gate_area_share_pct = 17.1
synth_cells = 47
ys_warn_count = 1
yosys.area_share.xor_xnor_pct = 0
synthAdderAreaFrac_pct = 0

[min_path]
hold_class = in -> reg

[routing]
vias_per_cell = 3.31
antennaDiodeCount = 0
drt_iter0_drc = 20
drc = 0
routed_wirelength_um = 1510
dr.pass1.iters = 2
ant_nets = 0
wl_per_cell_um = 11.5
vias = 434

[run_status]
status = finished, final reports clean

-- final timing paths --
path,endpoint,cells after the start,start
max,addr[5],1,data[5]$_SDFFCE_PN0P_
min,data[10]$_SDFFCE_PN0P_,2,data_in[10]
-- cells in the final DEF (no fill, tap or decap) --
cell             instances
clkinv_1                 1
edfxtp_1                16
clkbuf_4                 3
and2_2                  12
clkdlybuf4s50_1         47
or2_2                    1
buf_4                    1
and2_1                   4
-- kinds of logic (layout without fill, tap and decap cells) --
family	Yosys count	after routing
buf+inv	14	52
flops	16	16
simple gates	17	17
-- report_power, final --
| part | total (mW) | internal, mW | switching, mW |
|---|---|---|---|
| clock network | 0.210 | 0.0962 | 0.114 |
| registers | 0.553 | 0.537 | 0.0162 |
| logic | 0.199 | 0.167 | 0.0315 |
-- through the flow --
| step | instance area [um2] | instances | util (%) | hold WS [ns] |
|---|---|---|---|---|
| global route | 1160 | 131 | 34.1 | 0.683 |
| floorplan | 711 | 47 | - | 0.504 |
| CTS | 1160 | 131 | 34.1 | 0.680 |
| detailed placement | 1140 | 127 | 33.3 | 0.965 |
| finish | 1160 | 131 | 34.1 | 0.687 |
| global placement | 1140 | 127 | 33.3 | 0.964 |
-- cells in the mapped netlist --
| cell | n | area (um2) |
|---|---|---|
| buf_6 | 1 | 11.3 |
| or2_2 | 1 | 6.26 |
| buf_4 | 13 | 97.6 |
| edfxtp_1 | 16 | 480 |
| and2_2 | 12 | 90.1 |
| and2_1 | 4 | 25.0 |
-- layout make-up --
class	count	area, um2	share of cell area [%]
clock buffers	3	22.5	1.94
multi-input cells	17	121	10.4
well taps	46	57.6	4.95
repair buffers	48	478	41.1
flip-flops and latches	16	480	41.3
clock inverters	1	3.75	0.323
-- per-layer routing --
metal	wire length (um)	up-vias
met2	706	31
met1	509	181
met4	5	0
met5	0	-
li1	-	220
met3	287	2
