[flow/config.mk]
export PLATFORM = sky130hd
export DESIGN_NAME = Controller
export DESIGN_NICKNAME = Controller
export VERILOG_FILES = /design/flow/design.v
export SDC_FILE = /design/flow/constraint.sdc
export NUM_CORES = 4
export LEC_CHECK = 1
export CORE_AREA = 10 10 70 70
export DIE_AREA = 0 0 80 80
[flow/run.sh]
#!/bin/bash
# OpenROAD 26Q1-2900-gdf79404cd8, Yosys 0.63+post, stock flow scripts
make -C /OpenROAD-flow-scripts/flow DESIGN_CONFIG=/design/flow/config.mk WORK_HOME=/design/flow/orfs finish
[flow/constraint.sdc]
current_design Controller

set clk_period 1.6
set clk_io_pct 0.2

create_clock -name clk0 -period $clk_period [get_ports {Clk}]

set non_clock_inputs [all_inputs -no_clocks]
set_input_delay [expr $clk_period * $clk_io_pct] -clock clk0 $non_clock_inputs
set_output_delay [expr $clk_period * $clk_io_pct] -clock clk0 [all_outputs]
[flow/design.v]
`timescale 1ns/1ns
module Controller(input Clk,Reset,zero,input [15:0]inst,output reg [2:0]ALUCtrl , output reg ALUSrcA,ALUSrcB,PCSource,PCWrite,IorD, MemRead, MemWrite, MemtoAcc, IRWrite,AccWrite);
reg[2:0]state;
reg[2:0] nextstate;
wire[2:0]Op = inst[15:13];
parameter State0=0;
parameter State1=1;
parameter State2=2;
parameter State3=3;
parameter State4=4;
parameter State5=5;
parameter State6=6;
parameter State7=7;
 always@(posedge Clk , posedge Reset) begin
 if (Reset) state <= 3'b000;
 else  state <= nextstate;
 end
 always @(state, Op) begin
nextstate = 3'b000;
 	case(state)
       State0: begin
 	MemRead=1;
 	IorD= 0;
 	IRWrite=1;
	  AccWrite = 0 ;
	  MemWrite = 0 ;
 	ALUSrcA=0;
 	ALUSrcB=0;
 	ALUCtrl = 3'b000;  
 	PCWrite=1;
 	PCSource=0;
 	nextstate=State1;
	end
	State1: begin
	  AccWrite = 0 ;
	  MemWrite = 0 ;
	  PCWrite = 0 ;
	  IRWrite=0;
 	 IorD = 1;
 	 MemRead = 1;
 	if(Op==3'b101) begin  
 	nextstate=State2;
 	end
 	if(Op==3'b100) begin  
 	nextstate=State3;
 	end
 	if(Op==3'b111) begin  
 	nextstate=State7;
 	end
 	if(Op== 3'b110) begin  
 	nextstate=State6;
 	end
	if((Op==3'b000)||(Op==3'b001)||(Op==3'b010)||(Op==3'b011)) begin  
 	nextstate=State4;
 	end
	end
	State2: begin
	  PCWrite = 0 ;
	  AccWrite = 0 ;
	  IRWrite=0;
	 MemWrite = 1;
 	 IorD = 1;
	 nextstate=State0;
	end
	State3: begin
	  PCWrite = 0 ;
	  IRWrite = 0;
	  MemWrite = 0 ;
 	 MemtoAcc = 1;
 	 AccWrite = 1;
 	 nextstate=State0;
	end
       State4: begin
	  PCWrite = 0;
	  IRWrite = 0;
	  AccWrite = 0;
	  MemWrite = 0;
	ALUSrcA=1;
	ALUSrcB=1;
	if(Op==3'b000)
	ALUCtrl = 3'b000;  
	if(Op==3'b001)
	ALUCtrl = 3'b001;  
	if(Op==3'b010)
	ALUCtrl = 3'b010;  
	if(Op==3'b011)
	ALUCtrl = 3'b011;  
	nextstate = State5;
       end
       State5: begin
	  PCWrite = 0 ;
	  IRWrite = 0 ;
	  MemWrite = 0 ;
 	MemtoAcc = 0;
 	AccWrite = 1;
 	nextstate=State0;
       end
       State6: begin
	  AccWrite = 0 ;
	  IRWrite = 0;
	  MemWrite = 0 ;
 	PCSource = 1;
 	PCWrite = 1;
 	nextstate = State0;
       end
       State7: begin
	 IRWrite = 0 ;
	  AccWrite = 0 ;
	  MemWrite = 0 ;
 	ALUSrcA=1;
 	ALUCtrl = 3'b111;
 	PCSource = 1;
 	#10 PCWrite = (zero)? 1:0; 
 	nextstate= State0;
       end
   endcase
 end
 endmodule
==> flow_summary.toml <==
# physical design summary
[power]
powerDensity_nw_per_um2 = 430.0
p_sw_mw = 0.07346
p_seq_share_pct = 53.0
clockPowerShare_pct = 41.5
leakagePower_nw = 0.4620
power_frac_comb_pct = 5.5
irDropWorstVdd_v = 0.0001306
cell_internal_pwr_mw = 0.3091
swShare_pct = 19.21

[final_timing]
whs_ps = 304.2
final.setup.tns_ps = -38.81
finalCritPeriodShare_pct = 101.5
fmax_ghz = 0.6158
finalSetupViolCount = 3
drv_slew = 0
hold_viol = 0
fin_ws_ps = -24.00
skew_ps = 6.559
unclocked_regs = 8
untimed_endpoints = 16
period_needed_ps = 1624
rsz0062_at_grt = "true"

[route]
dr_wl_met2_um = 512
routedWlPerCell_um = 9.651
dr_wl_met3_um = 181
viasPerCell = 3.566
wl_mm = 1.245
firstDrtPassIters = 4
drcViolationCount = 0
antennaDiodeCount = 0
drtIter0Drc = 21
wl_met1_um = 545
maxUsedRoutingLayer = "met4"
vias = 460
ant_nets = 0

[worst_hold_path]
holdCritPathClass = "in -> async"

[cts]
clock_path_buffers = 2
tritoncts = "built"
h-tree-depth = 1
clock_latency_ps = 250
ctsHoldBuffers = 0
clk_pin_slew_ps = 50
cts_root_buffer = "clkbuf_4"
cts_buffers = 3

[worst_setup_path]
crit_path_top_delay_cell = "dfrtp_1"
path_buffers = 2
crit_chain = "buf_6, nor4_4, and3b_1, buf_2"
crit_arrival_ps = 1300
max_stage_delay_ps = 410
crit_path_max_fanout = 4
cp-start-kind = "flop"
endpoint_kind = "primary output"
required_ps = 1280
path_class = "reg -> out"
crit_family = "simple AND/OR/NAND/NOR gates"

[run]
drv_cap = 0
warnings = 40

[floorplanning]
fp_util_pct = 15.46
core.rowCount = 21
die-area_sq_um = 6400
core_sq_um = 3416
die_y_um = 80
io_pins = 32
die_w_um = 80

[final_layout]
drive_gt1_share_pct = 32.53
fin_cells = 129
fin_util_pct = 26.04
area_growth_pct = 68.48
layout_top_cell = "clkdlybuf4s50_1"
most-common-layout-cells = "clkdlybuf4s50_1, buf_4, dlxtn_1"

[yosys]
synth_area_sq_um = 528.0
yosys-stat-cells = 50
yosys_warnings = 1
synth_flop_count = 16
synth_chip_area_sq_um = 528.0
syn_avg_cell_area_sq_um = 10.56
ys_types = 20
syn_inst = 50

[place]
dp_cells = 119
dpl.hpwl_mm = 1.004
portBuffers = 17
gp_congestion = 0.8090
place_ws_ps = -183.2

[global_routing]
grt_pass1_wl_mm = 2.145
grtUsageTotal_pct = 4.085
grt_max_degree = 9
grt_antenna_before_repair = 0
grt_overflow = 0
grt_pass1_vias = 474

[run_status]
run_status = "complete, but fails checks"
violations = "negative setup slack"
area by class of cell:
class                      count  area (sq um)
fill                         366          2526
sequential                    16         322.8
timing repair buffer          31         266.5
multi-input combinational     29         205.2
tap                           46         57.56
clock buffer                   4         26.28
inverter                       3         11.26
power groups by stage:
stage | combinational [mW] | clock [mW] | sequential (mW)
5_1_grt | 0.0228 | 0.183 | 0.202
6_report | 0.0209 | 0.159 | 0.203
4_1_cts | 0.0213 | 0.168 | 0.203
metal layers:
layer	vias to the layer above	track usage (%)
met5	-	0
met3	2	2.955
met4	0	0.7042
li1	227	-
met1	214	5.306
met2	17	5.377
sequential cells by signal, indices dropped and copies added (netlist names):
name and count:
ALUSrcA 1, MemtoAcc 1, ALUCtrl 3, state 8, ALUSrcB 1, PCSource 1, IorD 1
synth_stat cells (all sizes together):
library cell | instances | share of area, %
dlxtn | 7 | 20
nor3 | 3 | 2.8
and3b | 2 | 3.3
dfrtp | 7 | 33
nand2 | 4 | 2.8
or2 | 3 | 3.6
a211o | 1 | 1.7
conb | 1 | 0.71
nand2b | 3 | 3.6
nand3 | 2 | 1.9
dfstp | 1 | 5.0
clkbuf | 1 | 0.71
buf | 1 | 1.4
dlxtp | 1 | 2.8
nor4 | 2 | 6.4
a21o | 2 | 2.8
nor2 | 4 | 2.8
inv | 3 | 2.1
nor2b | 2 | 2.4
path summary, 6_finish.rpt:
check,cells after the start,start,to,slack (ps)
min in group clk0,0,state[0],state[4],440
max reg2reg,5,state[7],state[0],440
max in group asynchronous,2,Reset,state[0],1020
min reg2reg,0,state[0],state[4],440
max,4,state[7],MemWrite,-20
min,2,Reset,state[7],300
what timing repair did:
item                       in CTS  in global routing
setup buffers                   6                  1
setup endpoints to repair       4                  3
pin swaps                       4                  2
gates resized                  17                  3
cell families after synthesis:
| kind of cell | after synthesis | share of synthesized area [%] |
|---|---|---|
| and+or+nand+nor | 25 | 29.62 |
| DFF | 8 | 38.15 |
| latches | 8 | 22.75 |
| buffers and inverters | 5 | 4.265 |
| AOI/OAI and AO/OA | 3 | 4.502 |
| other | 1 | 0.7102 |
per-stage QoR:
stage | area (sq um) | power (mW)
final | 889.6 | 0.3825
after global routing | 889.6 | 0.4085
after CTS | 869.6 | 0.3924
after detailed placement | 804.5 | 0.2272
after global placement | 804.5 | 0.2265
after floorplan | 528.0 | 0.2119
Power is estimated from default activity; no workload was simulated.
